===== flow/design.v =====
module  stop_watch_if 
( 
input wire clk , 
input wire go, clr, 
output wire [3:0] d2, d1, d0 
) ;  
localparam   DVSR  =  5000000; 
reg   [22:0]  ms_reg; 
wire  [22:0]  ms_next ; 
reg   [3:0]  d2_reg, d1_reg, d0_reg; 
reg   [3:0]  d2_next ,  d1_next , d0_next ; 
wire   ms_tick; 
always @(posedge clk) 
	begin  
		ms_reg<=ms_next; 
		d2_reg<=d2_next; 
		d1_reg<=d1_next; 
		d0_reg<=d0_next; 
	end 
assign ms_next=(clr||(ms_reg==DVSR &&go))?4'b0:(go)?ms_reg+1:ms_reg ; 
assign ms_tick=(ms_reg==DVSR)?1'b1:1'b0; 
always  @*  
	begin  
		d0_next  =  d0_reg; 
		d1_next  =  d1_reg; 
		d2_next  =  d2_reg; 
		if (clr) 
			begin  
				d0_next = 4'b0; 
				d1_next = 4'b0; 
				d2_next = 4'b0; 
			end 
		else if(ms_tick) 
			if (d0_reg != 9) 
				d0_next  = d0_reg  +  1; 
			else
				begin  
					d0_next = 4'b0; 
					if (d1_reg !=9) 
						d1_next=d1_reg + 1; 
					else    
						begin  
							d1_next  =  4'b0; 
							if(d2_reg !=9)
								d2_next  =  d2_reg + 1; 
							else    
								d2_next = 4'b0; 
						end 
					end 
				end 
assign   d0  =  d0_reg; 
assign   d1  =  d1_reg; 
assign   d2 =  d2_reg; 
endmodule 

===== flow/run.sh =====
#!/bin/bash
# OpenROAD 26Q1-2900-gdf79404cd8, Yosys 0.63+post, stock flow scripts
make -C /OpenROAD-flow-scripts/flow DESIGN_CONFIG=/design/flow/config.mk WORK_HOME=/design/flow/orfs finish

===== flow/config.mk =====
export PLATFORM = sky130hd
export DESIGN_NAME = stop_watch_if
export DESIGN_NICKNAME = stop_watch_if
export VERILOG_FILES = /design/flow/design.v
export SDC_FILE = /design/flow/constraint.sdc
export NUM_CORES = 4
export LEC_CHECK = 1
export CORE_UTILIZATION = 40

===== flow/constraint.sdc =====
current_design stop_watch_if

set clk_period 4.6
set clk_io_pct 0.2

create_clock -name clk0 -period $clk_period [get_ports {clk}]

set non_clock_inputs [all_inputs -no_clocks]
set_input_delay [expr $clk_period * $clk_io_pct] -clock clk0 $non_clock_inputs
set_output_delay [expr $clk_period * $clk_io_pct] -clock clk0 [all_outputs]

==> flow_summary_export.csv <==
group,metric,value,unit
synthesis,ys_seq_share,39.1,%
floorplan,std_cell_rows,23,
clock_tree,cts_tree,"done",
synthesis,syn_area_per_cell,8.37,um2
routing,viasPerCell,5.76,
critical_path,endpoint_kind,"flop",
critical_path,cp_max_fo,10,
clock_tree,cts-hold-fix-buffers,0,
timing,worst_clock_skew,0.00809,ns
layout,synthToLayoutAreaGrowth,14.5,%
power,total_leakage_power,0.629,nW
critical_path,required,4.81,ns
timing,tns,0,ns
synthesis,ff_type,"dfxtp_1",
synthesis,synthDistinctLibCells,36,
global_route,grt_pass1_vias,1424,
routing,first_pass_iters,4,
place,gp_congestion,0.815,
synthesis,async_flop_share,0,%
power,comb_power_share,2.8,%
synthesis,synth.cell_area,0.00179,mm2
synthesis,ys.flops,35,
synthesis,yosysCellCount,214,
routing,diodes,0,
global_route,grt_pass1_wl,6490,um
floorplan,fp_util,43.2,%
power,powerDensity,253,mW/mm2
critical_path,r2r_slack,2.56,ns
floorplan,ioPinCount,15,
routing,drcViolationCount,0,
timing,clock.fmax,0.356,GHz
place,hpwl,2590,um
clock_tree,cts.sinks,35,
hold_path,min_path_type,"reg -> reg",
timing,drv_slew,0,
synthesis,yosysTopAreaCellShare,39.1,%
floorplan,die_h,68.9,um
power,p_seq_share,58.9,%
run,drv_cap,0,
power,p_int,0.411,mW
synthesis,synth-edff-count,0,
layout,fillCellCount,399,
synthesis,ys_top_cells_by_area,"dfxtp_1 39%, a21oi_1 6.4%, or4_1 5.4%",
clock_tree,path_clk_slew,0.07,ns
global_route,grt_max_degree,28,
power,power_switching,0.109,mW
run_status,outcome,"finished clean",
routing,drt-total-wl,3730,um
floorplan,dieArea,0.00475,mm2
critical_path,arrival,3.02,ns
clock_tree,clock-root-buffer,"clkbuf_8",
clock_tree,postCtsSetupBuffers,0,
power,switching_share,20.9,%
layout,fin_util,49.5,%
clock_tree,clk_latency,0.28,ns
timing,setup_viol,0,
synthesis,ys_area,0.00179,mm2
floorplan,coreArea,0.00414,mm2
floorplan,die_w,68.9,um
routing,route.vias.total,1602,
clock_tree,cts_resized,0,
layout,largest_register_ffs,23,
timing,fin_crit_sh,61.1,%
routing,drtAntennaViolNets,0,
synthesis,synth_cells,214,
global_route,overflow,0,
timing,worstMarginPinSlew,0.617,ns
timing,relSlewSlack,58.8,%
clock_tree,clk_path_buf_depth,2,
synthesis,ys.warnings.count,1,
clock_tree,numCtsBuffers,5,
power,pwr-share-clk,38.3,%
critical_path,path_class,"in -> reg",
timing,rsz0062_at_grt,"false",
layout,layout-drive-gt1-share,5.26,%
global_route,antenna_found_initial,0,
clock_tree,cts.htree.levels,2,
timing,hold_violations,0,
synthesis,yosys.area.top_type,"dfxtp_1",
global_route,track_usage,18.4,%
timing,min_period,2.81,ns
critical_path,crit_path_start_kind,"primary input",
run,log.warning_count,26,
place,port_buffers,14,
routing,drtIter0Drc,110,
power,irDropWorstVdd,0.181,mV
routing,wl_per_cell,13.4,um
cell type report:
type / count / area [um2] / area share (%)
inverters: 8 / 30.0 / 1.46
multi-input cells: 163 / 1030 / 50.2
clock buffers: 6 / 72.6 / 3.54
repair buffers: 16 / 155 / 7.57
well taps: 50 / 62.6 / 3.05
flip-flops and latches: 35 / 701 / 34.2
layout by cell type, fill, tap and decap left out, types with 2 or more instances in the layout:
| master | instances |
|---|---|
| o21ai_0 | 15 |
| nor4bb_1 | 3 |
| o31ai_1 | 9 |
| nand3_1 | 8 |
| nand4_2 | 2 |
| and3_1 | 4 |
| nor2_1 | 14 |
| clkdlybuf4s50_1 | 14 |
| ha_1 | 2 |
| and4b_1 | 2 |
| o211ai_1 | 2 |
| dfxtp_1 | 35 |
| a21oi_1 | 23 |
| a31oi_1 | 3 |
| buf_4 | 2 |
| inv_1 | 8 |
| nor3_1 | 2 |
| or4_1 | 13 |
| xor2_1 | 5 |
| or3_1 | 10 |
| nand4_1 | 7 |
| nor2b_1 | 3 |
| nand2b_1 | 4 |
| nor4b_1 | 3 |
| xnor2_1 | 5 |
| clkbuf_8 | 5 |
| nand3b_1 | 2 |
| nand2_1 | 13 |
per-stage QoR:
stage	hold WS (ns)	instances	total power [mW]	cell area (um2)	worst slack (ns)
5_1_grt	0.508	278	0.543	2050	1.69
3_5_place_dp	0.472	272	0.327	1980	1.55
3_3_place_gp	0.467	272	0.327	1980	1.59
6_report	0.481	278	0.520	2050	1.79
2_1_floorplan	0.447	214	0.321	1790	2.35
4_1_cts	0.482	278	0.526	2050	1.82
routing by layer:
| metal | vias to the layer above | GRT usage [%] | wire length, um |
|---|---|---|---|
| met4 | 0 | 1.53 | 20 |
| met5 | - | 0 | 0 |
| li1 | 831 | - | - |
| met2 | 21 | 26.9 | 1590 |
| met3 | 2 | 5.00 | 125 |
| met1 | 748 | 28.8 | 1990 |
critical path: stages:
cell	delay, ns
clkdlybuf4s50_1	0.60
nand4_2	0.20
or4_1	0.61
or4_1	0.52
a21oi_1	0.15
cell usage after synthesis, types with 2 or more instances:
library cell  count
dfxtp_1          35
a21oi_1          23
o21ai_0          15
nor2_1           14
nand2_1          13
or4_1            13
or3_1            10
o31ai_1           9
inv_1             8
nand3_1           8
clkbuf_1          7
nand4_1           7
xnor2_1           5
xor2_1            5
and3_1            4
nand2b_1          4
a31oi_1           3
nor2b_1           3
nor4b_1           3
nor4bb_1          3
and4b_1           2
ha_1              2
nand3b_1          2
nand4_2           2
nor3_1            2
o211ai_1          2
power by group through the flow:
| stage | clock (mW) | combinational [mW] | sequential, mW |
|---|---|---|---|
| finish | 0.199 | 0.0147 | 0.306 |
| global route | 0.221 | 0.0161 | 0.306 |
| CTS | 0.205 | 0.0147 | 0.306 |
path summary, 6_finish.rpt:
kind / from / to / cells past startpoint
hold reg to reg: ms_reg[22] / ms_reg[22] / 2
setup reg to reg: ms_reg[4] / ms_reg[21] / 4
hold / removal: ms_reg[22] / ms_reg[22] / 2
setup / recovery: go / ms_reg[21] / 5
cell families (layout without fill, tap and decap cells):
| logic type | count (synthesis) | count (layout) | synth area share (%) |
|---|---|---|---|
| AND/OR/NAND/NOR | 97 | 97 | 34.1 |
| AND-OR/OR-AND | 54 | 54 | 17.1 |
| flip-flops | 35 | 35 | 39.1 |
| buffers and inverters | 16 | 30 | 3.42 |
| XOR/XNOR | 10 | 10 | 4.89 |
| adder cells (fa/ha/maj) | 2 | 2 | 1.40 |
Power figures rest on the tool's default switching activity, not on a simulated workload.
