$ cat /design/flow/design.v
module fp_adder(
input wire sign1, sign2, 
input wire [3:0] exp1, exp2, 
input wire [7:0] frac1, frac2,
output reg sign_out, 
output reg [3:0] exp_out, 
output reg [7:0] frac_out
); 
reg signb, signs; 
reg [3:0] expb, exps, expn, exp_diff; 
reg [7:0] fracb, fracs, fraca, fracn, sum_norm ; 
reg [8:0] sum; 
reg [2:0] lead0; 
always @* 
begin 
	if ({exp1, frac1} > {exp2, frac2}) 
		begin	
			signb = sign1; 
			signs = sign2; 
			expb = exp1; 
			exps = exp2; 
			fracb = frac1; 
			fracs = frac2; 
		end 
	else 
		begin	
			signb = sign2; 
			signs = sign1; 
			expb = exp2; 
			exps = exp1; 
			fracb = frac2; 
			fracs = frac1; 
		end 
	exp_diff = expb - exps; 
	fraca = fracs >> exp_diff; 
	if (signb==signs) 
		sum = {1'b0, fracb} + {1'b0, fraca}; 
	else 
		sum = {1'b0, fracb} - {1'b0, fraca}; 
	if (sum[7]) 
		lead0 = 3'o0; 
	else if (sum[6]) 
		lead0 = 3'o1;
	else if (sum[5]) 
		lead0 = 3'o2; 
	else if (sum[4]) 
		lead0 = 3'o3; 
	else if (sum[3]) 
		lead0 = 3'o4; 
	else if (sum[2]) 
		lead0 = 3'o5; 
	else if (sum[1]) 
		lead0 = 3'o6; 
	else 
		lead0 = 3'o7;  
	sum_norm = sum << lead0; 
	if (sum[8]) 
		begin 
			expn = expb + 1; 
			fracn = sum [8:1]; 
		end 
	else if (lead0 > expb)  
		begin 
			expn = 0;  
			fracn = 0; 
		end 
	else 
		begin 
			expn = expb - lead0; 
			fracn = sum_norm; 
		end 
	sign_out = signb; 
	exp_out = expn; 
	frac_out = fracn; 
	end
endmodule
$ cat /design/flow/run.sh
#!/bin/bash
# OpenROAD 26Q1-2900-gdf79404cd8, Yosys 0.63+post, stock flow scripts
make -C /OpenROAD-flow-scripts/flow DESIGN_CONFIG=/design/flow/config.mk WORK_HOME=/design/flow/orfs finish
$ cat /design/flow/config.mk
export PLATFORM = sky130hd
export DESIGN_NAME = fp_adder
export DESIGN_NICKNAME = fp_adder
export VERILOG_FILES = /design/flow/design.v
export SDC_FILE = /design/flow/constraint.sdc
export NUM_CORES = 4
export LEC_CHECK = 1
export CORE_UTILIZATION = 30
$ cat /design/flow/constraint.sdc
current_design fp_adder

set clk_period 13.5
set clk_io_pct 0.2

create_clock -name clk0 -period $clk_period

set non_clock_inputs [all_inputs -no_clocks]
set_input_delay [expr $clk_period * $clk_io_pct] -clock clk0 $non_clock_inputs
set_output_delay [expr $clk_period * $clk_io_pct] -clock clk0 [all_outputs]
==> flow_summary.toml <==
# implementation run metrics
[floorplan]
placementRows = 33
core_sq_um = 8180
die_area_sq_um = 8750
fp_util_pct = 30.7
dieWidth_um = 93.5
fp.dieH_um = 93.5
io-pin-count = 39

[detailed_routing]
first_pass_iters = 5
num_antenna_cells = 0
wl_per_cell_um = 13.8
vias_per_cell = 5.56
via_count = 2896
antenna_left = 0
drc = 0
drtIter0Drc = 119
wirelength_um = 7190

[timing]
fin_ws_ns = 0.587
relSlewSlack_pct = 50.3
max_freq_mhz = 77.4
min_period_over_period_pct = 95.7
post-route-min-period_ns = 12.91
finalHoldViolCount = 0
setup-violations-final = 0
fin_setup_tns_ns = 0
worst_slew_pin_slew_ns = 0.740
slew_violations = 0
whs_ns = 6.39

[worst_hold_path]
hold_path.class = "input pin to output port"

[yosys]
synth.cell_area_sq_um = 2510
synthDistinctLibCells = 68
ys_seq_share_pct = 0
yosys_cells = 373
ys_area_sq_um = 2510
yosys_warnings = 1
syn_inst = 373
syn_avg_cell_area_sq_um = 6.74

[critical_path]
critPathMaxFanout = 7
worstPathArrival_ns = 10.21
crit_top_cell = "inv_1"
crit_buf_inv = 6
critical_path.max_stage_delay_ns = 0.50
cp_slowest_cell = "clkdlybuf4s50_1"
cp_top_family = "AND-OR/OR-AND gates"
worstSetupStartpointType = "input pin"
end_kind = "output port"
crit_type = "input pin to output port"
cp.required_ns = 10.80

[cells_and_area]
register_area_sq_um = 0
flops = 0
drive_above_1_share_pct = 12.7
area_growth_pct = 27.4
clkbuf_count = 0

[global_route]
grt_max_degree = 24
grt_pass1_vias = 2502
overflow = 0
grt_pass1_wl_um = 11800
grt_use_total_pct = 16.6
antenna_found_initial = 0

[power]
power_density_nw_per_um2 = 211
p_total_uw = 676
power.leakage_uw = 0.00133
peakVddDrop_uv = 81.1

[place]
place.gp.congestion = 0.896
dp_hpwl_um = 5830
port_buffers = 39
dp_slack_ns = -0.0694

[run_status]
status = "finished, final reports clean"

[run]
warning_count = 32
cap_violations = 0

[cts]
ctsHoldBuffers = 0
[tightest hold or removal path, delay by kind of cell]
kind,cells,cell delay (ns)
AND/OR/NAND/NOR,2,0.13
buffers and inverters,2,0.86
[through the flow]
stage / util (%) / area [sq um] / std cells
4_1_cts: 37.9 / 3100 / 518
3_5_place_dp: 37.8 / 3090 / 518
2_1_floorplan: - / 2510 / 373
6_report: 39.1 / 3200 / 521
5_1_grt: 39.1 / 3200 / 521
3_3_place_gp: 37.8 / 3090 / 518
[timing repair]
action	4_1_cts	5_1_grt
pin swaps	0	7
resized	2	15
hold endpoints to repair	0	0
buffers inserted	0	3
endpoints found under the setup margin	1	12
[area by class of cell]
cell class | count | area, sq um
inverters | 28 | 105
repair buffers | 59 | 541
multi-input cells | 329 | 2420
fillers | 862 | 4970
well taps | 105 | 131
[cells in the final DEF (no fill, tap or decap), drive strengths merged, types with 4 or more instances in the layout]
master	n
inv	28
nand2b	10
nand4	4
a21oi	23
a21o	7
xnor2	9
o21ai	34
mux4	4
nor2	24
o211ai	7
mux2	4
nor4	8
a31oi	5
nand3	15
nand2	49
nor2b	4
o31ai	4
nor3	6
clkdlybuf4s50	39
buf	20
a211oi	6
xor2	10
mux2i	16
ha	24
[synth_stat cells, types with 4 or more instances]
cell type,instances,area share (%)
nor3_1,5,1.0
xnor2_1,9,3.1
o21ai_0,31,6.2
a211oi_1,4,1.2
nand3_1,14,2.8
o31ai_1,4,1.2
nand2b_1,10,2.5
mux4_2,4,3.6
nor2_1,24,3.6
nand2_1,49,7.3
buf_2,7,1.4
a21o_1,7,2.1
ha_1,24,12
a21oi_1,23,4.6
xor2_1,9,3.1
inv_1,28,4.2
o211ai_1,7,2.1
a31oi_1,4,1.0
mux2i_1,16,6.4
mux2_2,4,1.8
nor2b_1,4,1.0
nor4_1,8,2.0
clkbuf_1,7,1.0
[report_power, final]
part           internal (uW)  leakage, uW  switching [uW]
logic                    339      0.00133             337
clock network              0            0               0
registers                  0            0               0
[routing by layer]
layer | wire length [um] | vias to the layer above | track usage [%]
met3 | 177 | 2 | 0.0827
met2 | 3340 | 67 | 27.9
met5 | 0 | - | 0
met4 | 29 | 0 | 1.79
li1 | - | 1478 | -
met1 | 3640 | 1349 | 24.8
[final timing paths]
path / slack (ns) / to / depth (start not counted) / start
hold / removal: 6.39 / sign_out / 4 / sign1
setup / recovery: 0.59 / frac_out[5] / 36 / frac2[7]
[kinds of logic (layout without fill, tap and decap cells)]
group / Yosys count / after routing / share of synthesized area, %
and+or+nand+nor: 143 / 143 / 29.4
AOI/OAI and AO/OA: 117 / 117 / 31.3
adders and majority gates: 26 / 26 / 13.5
buffers and inverters: 44 / 87 / 7.07
xor gates and xnor gates: 19 / 19 / 6.92
muxes: 24 / 24 / 11.8
No activity file was given, so power comes from the tool's default toggle rates.
