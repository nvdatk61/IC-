## flow/run.sh

```bash
#!/bin/bash
# OpenROAD 26Q1-2900-gdf79404cd8, Yosys 0.63+post, stock flow scripts
make -C /OpenROAD-flow-scripts/flow DESIGN_CONFIG=/design/flow/config.mk WORK_HOME=/design/flow/orfs finish
```

## flow/config.mk

```make
export PLATFORM = sky130hd
export DESIGN_NAME = stop_watch_cascade
export DESIGN_NICKNAME = stop_watch_cascade
export VERILOG_FILES = /design/flow/design.v
export SDC_FILE = /design/flow/constraint.sdc
export NUM_CORES = 4
export LEC_CHECK = 1
export CORE_UTILIZATION = 30
```

## flow/constraint.sdc

```tcl
current_design stop_watch_cascade

set clk_period 2.6
set clk_io_pct 0.2

create_clock -name clk0 -period $clk_period [get_ports {clk}]

set non_clock_inputs [all_inputs -no_clocks]
set_input_delay [expr $clk_period * $clk_io_pct] -clock clk0 $non_clock_inputs
set_output_delay [expr $clk_period * $clk_io_pct] -clock clk0 [all_outputs]
```

## flow/design.v

```verilog
module stop_watch_cascade
(
input wire clk,
input wire go, clr,
output wire [3:0] d2, d1, d0
);
localparam DVSR = 5000000;
reg [22:0] ms_reg;
wire [22:0] ms_next;
reg [3:0] d2_reg, d1_reg, d0_reg;
wire [3:0] d2_next, d1_next, d0_next;
wire d1_en, d2_en, d0_en;
wire ms_tick, d0_tick, d1_tick;
always @(posedge clk)
	begin 
		ms_reg<=ms_next;
		d2_reg<=d2_next;
		d1_reg<=d1_next;
		d0_reg<=d0_next;
	end
assign ms_next=(clr||(ms_reg==DVSR&&go))?4'b0:
			   (go)?ms_reg+1:ms_reg;
assign ms_tick=(ms_reg==DVSR)?1'b1:1'b0;
assign d0_en=ms_tick;
assign d0_next=(clr||(d0_en&&d0_reg==9))?4'b0:
			   (d0_en)?d0_reg+1:d0_reg;
assign d0_tick=(d0_reg==9)?1'b1:1'b0;
assign d1_en=ms_tick&&d0_tick;
assign d1_next=(clr||(d1_en&&d0_reg==9))?4'b0:
			   (d1_en)?d1_reg+1:d1_reg;
assign d1_tick=(d1_reg==9)?1'b1:1'b0;
assign d2_en=ms_tick&d0_tick&d1_tick;
assign d2_next=(clr||(d2_en&&d2_reg==9))?4'b0:
			   (d2_en)?d2_reg+1:d2_reg;
assign d0=d0_reg;
assign d1=d1_reg;
assign d2=d2_reg;
endmodule
```

==> impl_metrics.env <==
# source this file to load flow results
export IMPL_yosys_most_used_dff="dfxtp_1"
export IMPL_via_count=1518
export IMPL_yosysCellCount=204
export IMPL_syn_avg_cell_area_um2=9.03
export IMPL_routabilityCongestion=0.833
export IMPL_postSynthSeqShare_pct=38.0
export IMPL_worst_path_fanout_max=18
export IMPL_power_per_cell_area_nw_per_um2=445
export IMPL_grt_first_pass_wirelength_um=6700
export IMPL_final_setup_viol_count=0
export IMPL_fin_worst_hold_slack_ns=0.479
export IMPL_ir_drop_v=0.000216
export IMPL_critPathKind="reg -> reg"
export IMPL_detail_route_vias_per_cell=5.16
export IMPL_combGateArea_um2=1060
export IMPL_min_delay_worst_endpoint="d1_reg[3]$_SDFFE_PP0P_"
export IMPL_post_cts_resized=0
export IMPL_worst_slew_pin_slew_ns=0.535
export IMPL_fill_cells=593
export IMPL_cts_bufs_inserted=5
export IMPL_rsz0062_at_grt="no"
export IMPL_grt_overflow_total=0
export IMPL_htree_levels=2
export IMPL_portBuffers=14
export IMPL_synth_cells=204
export IMPL_clock_root_buffer="clkbuf_8"
export IMPL_die_area_um2=6460
export IMPL_grt_start_max_net_pins=19
export IMPL_wl_per_cell_um=12.9
export IMPL_r2r_slack_ns=0.59
export IMPL_required_ns=2.82
export IMPL_final_layout_size_suffix_gt1_share_pct=10.5
export IMPL_status="complete, no violations"
export IMPL_routed_wirelength_um=3800
export IMPL_antenna_left=0
export IMPL_cap_viol_max_count=0
export IMPL_timing_slew_headroom_pct=64.0
export IMPL_detailedRoute_firstPassIterationCount=4
export IMPL_postCtsSetupRepairBufs=0
export IMPL_enable_flop_cells=0
export IMPL_floorplan_die_width_um=80.4
export IMPL_yosys_register_bits=35
export IMPL_vias_in_the_first_global_route=1383
export IMPL_hpwlAfterDp_um=2690
export IMPL_largest_reg_flops=23
export IMPL_timing_hold_worst_start="d1_reg[3]$_SDFFE_PP0P_"
export IMPL_worst_endpoint_arrival_ns=2.23
export IMPL_drtIter0Drc=52
export IMPL_report_final_hold_viol_count=0
export IMPL_fin_crit_sh_pct=77.2
export IMPL_layout_area_seq_um2=701
export IMPL_clock_latency_ns=0.29
export IMPL_synth_warning_count=1
export IMPL_cts_sinks=35
export IMPL_core_area_um2=5920
export IMPL_timing_final_max_slew_violations=0
export IMPL_groute_usage_overall_pct=13.3
export IMPL_worst_r2r_startpoint="ms_reg[0]$_SDFFE_PP0P_"
export IMPL_reg2reg_path_depth=6
export IMPL_io_pins=15
export IMPL_worst_setup_path_end_kind="register"
export IMPL_asyncSetResetFlopFracSynth_pct=0
export IMPL_openroad_warnings=29
export IMPL_hold_class="reg -> reg"
export IMPL_fp_util_pct=31.1
export IMPL_crit_path_start_kind="register"
export IMPL_final_period_minus_worst_setup_slack_ns=2.01
export IMPL_regToRegEndpoint="d2_reg[3]$_SDFFE_PP0P_"
export IMPL_antenna_diode_count=0
export IMPL_lay_top_cells="dfxtp_1, a21oi_1, clkdlybuf4s50_1"
export IMPL_clockBufferDepth=2
export IMPL_die_y_um=80.4
export IMPL_core_rowCount=28
export IMPL_finClkSkew_ns=0.0119
export IMPL_layout_top_cell_excl_fill_tap="dfxtp_1"
export IMPL_chip_area_line_of_the_yosys_report_um2=1840
export IMPL_area_growth_synth_to_final_pct=15.4
export IMPL_drc=0
export IMPL_cell_area_after_synthesis_um2=1840
export IMPL_timing_hold_worst_path_depth=1
export IMPL_count_of_distinct_cell_types_in_the_synthesized_netlist=41
export IMPL_quantity_of_hold_fixing_buffers_added_after_cts=0
export IMPL_cts_clk_slew_worst_paths_ns=0.07
export IMPL_leakagePower_nw=0.678
export IMPL_antenna_found_initial=0
export IMPL_fin_tns_setup_ns=0
export IMPL_clock_tree_from_tritoncts="built"
export IMPL_max_freq_mhz=498
[Yosys cell counts, types with 4 or more instances]
| master | number | area, µm² |
|---|---|---|
| buf_2 | 5 | 25.0 |
| ha_1 | 7 | 87.6 |
| or4_1 | 8 | 60.1 |
| nand3_1 | 12 | 60.1 |
| o31ai_1 | 8 | 60.1 |
| dfxtp_1 | 35 | 701 |
| o21ai_0 | 8 | 40.0 |
| inv_1 | 9 | 33.8 |
| nor2_1 | 13 | 48.8 |
| and2_1 | 5 | 31.3 |
| nand2_1 | 9 | 33.8 |
| xor2_1 | 8 | 70.1 |
| nand4_1 | 6 | 37.5 |
| and4_1 | 4 | 35.0 |
| a21oi_1 | 20 | 100 |
[per-layer routing]
layer | wire length (µm) | global-route usage (%)
met5 | 0 | 0
met4 | 12 | 1.79
met3 | 129 | 2.08
met2 | 1670 | 19.7
met1 | 1980 | 21.0
[cell type report]
cell class              instances  area share, %
multi-input cells             151           49.9
flip-flops and latches         35           33.0
repair buffers                 16           7.30
well taps                      75           4.42
clock buffers                   7           3.59
inverters                       9           1.59
clock inverters                 1          0.236
[through the flow]
stage | worst slack (ns) | total power [W] | utilization, % | cell area, µm² | cells
3_5_place_dp | 0.315 | 0.000581 | 34.5 | 2040 | 286
6_report | 0.593 | 0.000945 | 35.9 | 2120 | 294
5_1_grt | 0.403 | 0.000997 | 35.9 | 2120 | 294
2_1_floorplan | 0.860 | 0.000569 | - | 1840 | 204
3_3_place_gp | 0.351 | 0.000580 | 34.5 | 2040 | 286
4_1_cts | 0.572 | 0.000959 | 35.9 | 2120 | 294
[where the power goes]
group          switching, W  total (W)  internal (W)  leakage (nW)
sequential       0.00000280   0.000541      0.000538         0.282
combinational     0.0000162  0.0000265     0.0000103         0.354
clock              0.000190   0.000378      0.000188        0.0422
total              0.000209   0.000945      0.000736         0.678
[cells by family (layout without fill, tap and decap cells)]
kind of cell               after synthesis  in the layout  share of synthesized area (%)
adders and majority gates                7              7                           4.76
xor gates and xnor gates                11             11                           5.23
buffers and inverters                   18             33                           4.42
and+or+nand+nor                         88             88                           32.9
DFF                                     35             35                           38.0
AOI/OAI and AO/OA                       45             45                           14.6
[critical path, cell delays in order, from the launching register on]
cell      delay (ns)
dfxtp_1         0.35
inv_1           0.08
ha_1            0.17
and4bb_2        0.25
nand4_2         0.34
or4_1           0.61
a21oi_1         0.14
[how the worst max path moves through the flow]
| stage | endpoint | from | slack (ns) |
|---|---|---|---|
| CTS | d2_reg[3]$_SDFFE_PP0P_ | ms_reg[0]$_SDFFE_PP0P_ | 0.57 |
| finish | d2_reg[3]$_SDFFE_PP0P_ | ms_reg[0]$_SDFFE_PP0P_ | 0.59 |
| global route | d2_reg[3]$_SDFFE_PP0P_ | ms_reg[0]$_SDFFE_PP0P_ | 0.40 |
Power is estimated from default activity; no workload was simulated.
